[flow/run.sh]
#!/bin/bash
# OpenROAD 26Q1-2900-gdf79404cd8, Yosys 0.63+post, stock flow scripts
make -C /OpenROAD-flow-scripts/flow DESIGN_CONFIG=/design/flow/config.mk WORK_HOME=/design/flow/orfs finish
[flow/constraint.sdc]
current_design clock_divider

set clk_period 5.4
set clk_io_pct 0.2

create_clock -name clk0 -period $clk_period [get_ports {clock}]

set non_clock_inputs [all_inputs -no_clocks]
set_input_delay [expr $clk_period * $clk_io_pct] -clock clk0 $non_clock_inputs
set_output_delay [expr $clk_period * $clk_io_pct] -clock clk0 [all_outputs]
[flow/config.mk]
export PLATFORM = sky130hd
export DESIGN_NAME = clock_divider
export DESIGN_NICKNAME = clock_divider
export VERILOG_FILES = /design/flow/design.v
export SDC_FILE = /design/flow/constraint.sdc
export NUM_CORES = 4
export LEC_CHECK = 1
export CORE_UTILIZATION = 30
[flow/design.v]
module clock_divider (clock, reset, divided_clocks);
	input logic reset, clock;
	output logic [31:0] divided_clocks = 0;
	always_ff @(posedge clock) begin
		divided_clocks <= divided_clocks + 1;
	end
endmodule
==> qor.yml <==
tightest_slew_ns: 0.587
cts_setup_buffers: 0
critical_path_buf_inv_count: 1
syn2layout_area_growth_pct: 34.0
dieArea_mm2: 0.00466
cts_tree: "built"
track_usage: 0.120
maxCapViolations: 0
grt_pass1_vias: 829
cpPeakStageDelay_ns: 0.50
grt_first_pass_wirelength_mm: 4.08
vias: 966
ys.flop_type: "dfxtp_1"
tns_ns: 0
async_reset_ff_frac: 0
top_regs: "divided_clocks (32)"
place_hpwl_mm: 1.62
overflow: 0
crit_path_max_fanout: 6
finalInstanceArea_mm2: 0.00177
finalPower_mw: 0.422
setup_viol: 0
p_leak_nw: 0.704
layout_min_cycle_time_ns: 2.30
die_w_um: 68.3
synthCells: 127
htree_levels: 2
clock_latency_ns: 0.28
cpMaxStageDelayCell: "clkdlybuf4s50_1"
min_path_type: "reg -> reg"
synthesis.area_mm2: 0.00132
drive_gt1_frac: 0.0982
synth_top_area_share: 0.486
drtAntennaViolNets: 0
fin_ws_ns: 3.10
powerDensity_mw_per_mm2: 239
synth-edff-count: 0
slew_headroom: 0.608
top_area_cell: "dfxtp_1"
skew_ns: 0.00389
synth_warnings: 1
fp_util: 0.320
placed_area_mm2: 0.00168
io_buffers: 32
ys_area_mm2: 0.00132
drc_errors: 0
slew_violations: 0
wl_per_cell_um: 11.4
arrival_ns: 1.22
grt_max_degree: 12
holdWs_ns: 0.449
postSynthSeqShare: 0.486
critical_path.top_delay_family: "buffers and inverters"
warnings: 26
vdd_drop_max_mv: 0.0975
cts.path.max_buffers: 2
wirelength_mm: 2.43
hold_buffers: 0
worstSetupStartpointType: "flip-flop"
vias_per_cell: 4.54
globalplace.congestion: 0.730
rsz0062_at_grt: "no"
cts_made_buffers: 5
setup.worst_path.end_class: "output pin"
top_cells_by_count: "dfxtp_1 (32), xor2_1 (20), nand3_1 (10), xnor2_1 (10), nand2_1 (9)"
cts_resized: 0
area_leaders: "dfxtp_1 (49%), xor2_1 (13%), xnor2_1 (6.6%)"
antenna_found_initial: 0
cts_sinks: 32
ios: 34
dpl_worst_slack_ns: 3.39
path_clk_slew_ns: 0.06
path_cells: "clkdlybuf4s50_1"
design.core.area_mm2: 0.00412
path_class: "reg -> out"
cp.required_ns: 4.32
fmax_mhz: 434
syn_area_per_cell_um2: 10.4
regMostFlops: "divided_clocks"
largest_reg_flops: 32
diodes: 0
finalHoldViolCount: 0
drt_iter0_drc: 43
dr.pass1.iters: 3
reg2reg_slack_ns: 3.52
period_used_share: 0.426
synth.most_common_cell: "dfxtp_1"
fp.dieH_um: 68.3
status: "finished, final reports clean"
yosys_cells: 127
ys.flops: 32
yosysUniqueCellTypes: 24
num_rows: 23
cts.root.buffer_cell: "clkbuf_8"
power breakdown:
| part | switching [mW] | internal (mW) |
|---|---|---|
| clock network | 0.0818 | 0.104 |
| logic | 0 | 0 |
| registers | 0 | 0.236 |
| total | 0.0818 | 0.340 |
cells by family after synthesis:
family | after synthesis | synth area share
and+or+nand+nor | 55 | 0.272
buffers and inverters | 9 | 0.0332
adders and majority gates | 1 | 0.00949
DFF | 32 | 0.486
xor gates and xnor gates | 30 | 0.199
stage by stage:
| step | util | cells |
|---|---|---|
| 6_report | 0.429 | 213 |
| 2_1_floorplan | - | 127 |
| 4_1_cts | 0.429 | 213 |
| 3_3_place_gp | 0.407 | 205 |
| 3_5_place_dp | 0.407 | 205 |
| 5_1_grt | 0.429 | 213 |
layout by cell type (no fill, tap or decap):
cell	instances
nor4_2	5
nor2_1	6
xnor2_1	10
nand3_1	10
nand3_2	2
nor4_4	1
inv_1	5
clkbuf_1	2
clkbuf_8	6
nor3b_1	1
or2_2	1
nor4_1	4
dfxtp_1	32
xor2_1	20
ha_1	1
clkdlybuf4s50_1	32
and4_1	4
or3_4	1
or3_1	1
and3_1	2
nor3_1	4
nand2_1	9
nand4_1	3
nand2b_1	1
cell type report:
cell class	count	area [um2]
Tap cell	50	62.6
Multi-Input combinational cell	86	634
Sequential cell	32	641
Clock buffer	8	90.1
Inverter	5	18.8
Fill cell	376	2350
Timing Repair Buffer	32	320
worst paths after layout:
path / from / endpoint / cells past startpoint
min: divided_clocks[0] / divided_clocks[0] / 1
min reg2reg: divided_clocks[0] / divided_clocks[0] / 1
max reg2reg: divided_clocks[0] / divided_clocks[24] / 5
max: divided_clocks[2] / divided_clocks[2] / 1
layer usage:
layer / part of all wire / track usage / vias to the layer above
li1: - / - / 502
met1: 0.52 / 0.191 / 431
met2: 0.40 / 0.158 / 29
met3: 0.074 / 0.0473 / 4
met4: 0.011 / 0.0130 / 0
met5: 0 / 0 / -
Power is estimated from default activity; no workload was simulated.
